## flow/design.v

```verilog
module buffer_2_3 (
    input wire clk,
    input wire rst,
    input wire [15:0] data_in,
    input wire valid_in,
    output reg ready_out,
    output reg [15:0] data_out,
    output reg valid_out,
    input wire ready_in
);
    reg full;
    always @(posedge clk or posedge rst) begin
        if (rst) begin
            full <= 0;
            data_out <= 0;
            valid_out <= 0;
            ready_out <= 1;
        end else begin
            if (valid_in && ready_out) begin
                data_out <= data_in;
                valid_out <= 1;
                full <= 1;
                ready_out <= 0;
            end else if (ready_in && full) begin
                valid_out <= 0;
                full <= 0;
                ready_out <= 1;
            end
        end
    end
endmodule
```

## flow/run.sh

```bash
#!/bin/bash
# OpenROAD 26Q1-2900-gdf79404cd8, Yosys 0.63+post, stock flow scripts
make -C /OpenROAD-flow-scripts/flow DESIGN_CONFIG=/design/flow/config.mk WORK_HOME=/design/flow/orfs finish
```

## flow/config.mk

```make
export PLATFORM = sky130hd
export DESIGN_NAME = buffer_2_3
export DESIGN_NICKNAME = buffer_2_3
export VERILOG_FILES = /design/flow/design.v
export SDC_FILE = /design/flow/constraint.sdc
export NUM_CORES = 4
export LEC_CHECK = 1
export CORE_AREA = 10 10 95 95
export DIE_AREA = 0 0 105 105
```

## flow/constraint.sdc

```tcl
current_design buffer_2_3

set clk_period 2.8
set clk_io_pct 0.2

create_clock -name clk0 -period $clk_period [get_ports {clk}]

set non_clock_inputs [all_inputs -no_clocks]
set_input_delay [expr $clk_period * $clk_io_pct] -clock clk0 $non_clock_inputs
set_output_delay [expr $clk_period * $clk_io_pct] -clock clk0 [all_outputs]
```

==> run summary <==
Status on the layout run. Worst hold-check slack landed at 0.509 ns. First-pass GRT wire length landed at 2860 µm. Average detailed-routed wire length per instance landed at 10.3 µm. The number of hold buffers added after CTS was 0.

Power per cell area landed at 855 mW/mm². Antenna cell count landed at 0. Total core area landed at 0.00691 mm².

The flow ran to the end, and the final reports show no timing, DRC or antenna violations. Leakage power summed over all cells landed at 0.528 nW. Per the detail_route report, the via count comes to 450. Final estimated routing congestion in global placement landed at 0.719.

Entering global routing, the biggest net connects 19 pins. Total negative slack for setup checks landed at 0 ns. STA lists the startpoint of the worst hold path as ready_out$_DFFE_PP1P_.

The initial antenna violation count came to 0. Clock latency on the worst-skew pair, taken at its later pin, is 0.25 ns. Of the total synthesized cell area, the portion taken by AND-OR and OR-AND cells is 0.701%. The end-of-flow timing check tallies setup violations at 0. Port buffer count landed at 37. For reference, XOR and XNOR gates occupy 0% of the area reported after synthesis. Horizontal die dimension landed at 105 µm.

Per the synthesis report, the single largest cell type by area occupies 59.5% of cell area. Filler cell count landed at 776. Of the post-synthesis cell area, the part taken by muxes is 31.3%. Final worst clock skew landed at 0.00290 ns. Via count of the first global-routing pass landed at 516. The slowest stage of the critical path is the sky130_fd_sc_hd__dfstp_2 cell. The biggest area contributor in the post-synthesis netlist is sky130_fd_sc_hd__dfrtp_1. Detailed-routed wire length on met3 landed at 261 µm.

Warnings raised by the tools during the run amount to 25. Clock-pin transition on the worst setup and hold timing paths landed at 0.07 ns. In this design, the largest share of critical-path delay is due to flip-flops. The completed layout was analyzed and its total power is 1.07 mW. STA classifies the critical path startpoint as a register.

The post-synth register bit count is 18. Starting utilization of the core area landed at 10.3%. Post-synthesis share of cell area spent on and, or, nand and nor gates landed at 2.10%. The global route stage reports its total congestion overflow as 0. The slew check shows that the tightest pin keeps a relative margin of 52.0%.

In the Yosys report, the sequential cells make up 63.2% of the chip area. The tree is rooted in a sky130_fd_sc_hd__clkbuf_8. For this run, the total global-route usage over all layers was measured as 3.23%. STA classifies the critical path endpoint as an output port.

Synthesis handed over a netlist of 41 instances. In this run the layout overhead on the synthesized area is reported as 74.8%. Cell count listed in synth_stat.txt landed at 41. Number of max-slew violations in the final report landed at 0. Number of CTS-inserted buffers landed at 3. Per-instance average area after synthesis landed at 17.4 µm². TritonCTS sink count landed at 18. The stat command in Yosys gives a chip area of 714 µm². Depth of the most critical reg-to-reg path landed at 2.

TritonCTS built the clock tree. After detailed routing, no signal wire sits above met3. Yosys mapped the design onto 10 distinct sky130hd cell types. Number of hold-slack violations in the final timing report landed at 0. Setup slack on the worst reg-to-reg path comes out at 1.59 ns. TritonRoute reported its final design rule violation total as 0.

The synthesized design contains 0 enable-type register cells. In the final routing, the length of wire on met1 measures 920 µm. Standard-cell row count landed at 30. Setup repair after global routing left no endpoint under its margin. The endpoint of the worst hold path is reported as ready_out$_DFFE_PP1P_. In the post-synthesis netlist, the cell with the most instances is sky130_fd_sc_hd__dfrtp_1. H-tree level count landed at 1.

The cell-mix breakdown from Yosys lists the adder-cell area share as 0%. Per the post-route antenna check, the number of violating nets is 0. The sequential cells in the finished layout cover a total of 452 µm². Per STA, the worst path is made up of clkdlybuf4s50_1. The floorplan report gives the top-level pin count as 38. Minimum clock period after layout landed at 1.88 ns. Pin slew with the least headroom to its limit landed at 0.719 ns.

The OpenROAD report gives the critical path a data arrival time of 1.32 ns. Worst vdd rail ir drop landed at 0.000346 V. In this run the maximum-capacitance check reported violations numbering 0. Largest incremental delay on the critical path landed at 0.57 ns.

Summing every instance area after synthesis gives 714 µm². STA lists the startpoint of the worst register-to-register path as ready_out$_DFFE_PP1P_. For this run, the detailed router's first-pass iteration total came to 2.

Part of the cycle the worst path needs landed at 67.2%. The synthesis run identifies the leading combinational cell family as multiplexers. Detailed routing placed a total of 640 µm of wire on met2. Buffer and inverter count on the worst path landed at 1. Post-synth the commonest register cell is sky130_fd_sc_hd__dfrtp_1. The path class of the tightest hold or removal check is register to register. Tally of yosys warning messages landed at 1. Per the log, the first TritonRoute iteration ended with a DRC count of 1.

Required time at the worst-slack endpoint landed at 2.24 ns. Maximum clock frequency landed at 532 MHz. The worst setup path is of the register to output port kind. After clock tree synthesis, the setup repair step added 0 buffers. Buffer depth of the longest clock path landed at 2. The vertical die dimension reported for this design is 105 µm.

The final layout contains routed wiring with a total length of 1820 µm. Largest fanout on the critical path landed at 3. Async set or reset register ratio after synthesis landed at 100%. Per the layout area report, the combinational gate area comes to 244 µm². Cell depth of the worst min-delay path landed at 1.

Number of vias per cell landed at 2.54. Number of instances resized during post-cts repair landed at 0. The main area contributors are sky130_fd_sc_hd__dfrtp_1 60%, sky130_fd_sc_hd__mux2_4 19%, sky130_fd_sc_hd__mux2_2 11%. Sorting the synthesized cells by how often they occur yields 17 x sky130_fd_sc_hd__dfrtp_1, 9 x sky130_fd_sc_hd__mux2_4, 7 x sky130_fd_sc_hd__mux2_2. In this run the full chip footprint comes out at 0.0110 mm². Per the final layout report, the fraction of cells sized above drive strength 1 comes to 27.2%. The capture point of the worst register-to-register path is recorded as data_out[5]$_DFFE_PP0P_.
-- layout by cell type, fill, tap and decap left out, drive strengths merged --
cell / netlist / routed
o21ai: 1 / 1
clkbuf: 0 / 4
mux2i: 1 / 1
dfstp: 1 / 1
inv: 2 / 2
nand2: 2 / 2
dfrtp: 17 / 17
clkdlybuf4s50: 0 / 37
mux2: 16 / 16
-- per-layer routing --
metal / vias up / global-route usage (%)
li1: 221 / -
met1: 196 / 4.47
met2: 33 / 4.09
met3: 0 / 2.48
met4: 0 / 0
met5: - / 0
-- report_power, final --
group | switching, mW | total, mW | internal (mW)
Combinational | 0.0674 | 0.408 | 0.340
Sequential | 0.0669 | 0.448 | 0.381
Clock | 0.0866 | 0.211 | 0.125
-- state kept, by name (all words and copies together) (netlist names) --
register and count:
full 1, ready_out 1, data_out 16
-- per-stage QoR --
step | setup WS [ns] | cells | utilization (%) | cell area [µm²]
detailed placement | 0.998 | 173 | 17.3 | 1190
finish | 0.919 | 177 | 18.1 | 1250
CTS | 0.886 | 177 | 18.1 | 1250
global placement | 1.01 | 173 | 17.3 | 1190
global route | 0.867 | 177 | 18.1 | 1250
floorplan | 1.56 | 41 | - | 714
-- cells by family (layout without fill, tap and decap cells) --
| family | count (synthesis) | in the layout |
|---|---|---|
| flip-flops | 18 | 18 |
| multiplexers | 17 | 17 |
| AND-OR/OR-AND | 1 | 1 |
| buffers and inverters | 3 | 43 |
| AND/OR/NAND/NOR | 2 | 2 |
-- cell type report --
type                       count  area share [%]
sequential                    18            36.2
clock buffer                   4            4.41
tap                           96            9.62
multi-input combinational     20            19.5
timing repair buffer          37            29.7
inverter                       2           0.601
-- worst max path at each step --
stage / depth (start not counted) / slack [ns] / endpoint / from
after CTS: 1 / 0.89 / ready_out / ready_out$_DFFE_PP1P_
final: 1 / 0.92 / ready_out / ready_out$_DFFE_PP1P_
after global routing: 1 / 0.87 / ready_out / ready_out$_DFFE_PP1P_
Power and IR drop assume default switching activity.
