File: flow/run.sh
#!/bin/bash
# OpenROAD 26Q1-2900-gdf79404cd8, Yosys 0.63+post, stock flow scripts
make -C /OpenROAD-flow-scripts/flow DESIGN_CONFIG=/design/flow/config.mk WORK_HOME=/design/flow/orfs finish
File: flow/config.mk
export PLATFORM = sky130hd
export DESIGN_NAME = buffer_1_2
export DESIGN_NICKNAME = buffer_1_2
export VERILOG_FILES = /design/flow/design.v
export SDC_FILE = /design/flow/constraint.sdc
export NUM_CORES = 4
export LEC_CHECK = 1
export CORE_AREA = 10 10 76 76
export DIE_AREA = 0 0 86 86
File: flow/constraint.sdc
current_design buffer_1_2

set clk_period 1.7
set clk_io_pct 0.2

create_clock -name clk0 -period $clk_period [get_ports {clk}]

set non_clock_inputs [all_inputs -no_clocks]
set_input_delay [expr $clk_period * $clk_io_pct] -clock clk0 $non_clock_inputs
set_output_delay [expr $clk_period * $clk_io_pct] -clock clk0 [all_outputs]
File: flow/design.v
module buffer_1_2 (
    input wire clk,
    input wire rst,
    input wire [15:0] data_in,
    input wire valid_in,
    output reg ready_out,
    output reg [15:0] data_out,
    output reg valid_out,
    input wire ready_in
);
    reg full;
    always @(posedge clk or posedge rst) begin
        if (rst) begin
            full <= 0;
            data_out <= 0;
            valid_out <= 0;
            ready_out <= 1;
        end else begin
            if (valid_in && ready_out) begin
                data_out <= data_in;
                valid_out <= 1;
                full <= 1;
                ready_out <= 0;
            end else if (ready_in && full) begin
                valid_out <= 0;
                full <= 0;
                ready_out <= 1;
            end
        end
    end
endmodule
==> qor.txt <==
Leak Pwr -> 0.5265 nW
worst slew pin tran -> 0.2919 ns
Num CTS Buffers -> 3
Fmax -> 616.9 MHz
Hold WS -> 0.4023 ns
post-cts hold buffer count -> 0
die x size -> 86 um
commonest non-fill, non-tap cells in the layout -> 37 x clkdlybuf4s50_1, 17 x dfrtp_1, 9 x mux2_4
row cnt -> 23
Net Switching -> 0.3447 mW
total of max-cap violations -> 0
all-layer global routing usage -> 4.779%
antenna violations before repair -> 0
clock net sink count -> 18
DRC violations left -> 0
Initial DRC Count -> 10
slowest CP cell -> dfstp_2
clock network power share -> 17.3%
Seq share, synth -> 63.22%
CTS tree -> done
CP Data Required Time -> 1.36 ns
post-route ant nets -> 0
fp_density -> 17.36%
largest net degree at the start of global routing -> 19
ANT cells -> 0
RSZ-0062 raised after global routing -> false
pwr dens -> 1431 mW/mm^2
I/O Buffers -> 37
number of H-tree levels -> 1
Setup-failing EPs final -> 0
die area -> 0.007396 mm^2
Hold Violations, Final -> 0
Avg WL per Cell -> 13.28 um
GP Congestion -> 0.7155
Worst EP arrival -> 1.28 ns
kind of critical path -> reg -> out
period utilization -> 95.35%
first-pass GRT wire length -> 2946 um
Layout Utilization -> 28.88%
dpl ws -> 0.1096 ns
Remaining Overflow, GRT -> 0
Max transition margin -> 80.52%
Placed Cells -> 128
Largest stage delay, worst path -> 0.57 ns
total routed wirelength -> 1753 um
vias in the first global route -> 530
Setup Fix Bufs, Post-CTS -> 0
clk_skew -> 0.001860 ns
Critical Path Start Type -> flip-flop
Syn-to-layout area delta -> 66.37%
YS chip area -> 714.4 um^2
Cell Type Count -> 10
OpenROAD warnings -> 25
Critical path buffers and inverters -> 1
Longest Clk Path Bufs -> 2
vias per inst -> 3.492
Syn Std Cell Area -> 714.4 um^2
Critical Path, Cell by Cell -> clkdlybuf4s50_1
root buf cell -> clkbuf_8
yosys stat cell total -> 41
Sequential Power Share -> 43.1%
hold crit path type -> in -> async
post-CTS resize count -> 0
post-synthesis instance total -> 41
CP Max Fanout -> 3
Latency at later pin -> 0.24 ns
Avg Cell Area, Syn -> 17.43 um^2
Seq cells post-synth -> 18
First-pass DRT Iterations -> 2
proportion of layout cells with a drive suffix above 1 -> 26.83%
crit-path leading delay family -> flip-flops
dominant logic cell type in the layout -> clkdlybuf4s50_1
total number of vias -> 461
minimum clock period -> 1.621 ns
Ports -> 38
Layout Cells excl Fill -> 132
Slew Limit Fails -> 0
setup ws final -> 0.07912 ns
hpwl dp -> 1405 um
core area -> 0.004115 mm^2
synth warn -> 1
VDD IR-drop max -> 441.8 uV
Die Span Y -> 86 um
Cell Int Power -> 1.356 mW
Comb pwr share -> 39.6%
outcome -> complete, no violations
Clock Pin Slew Worst Setup and Hold Paths -> 0.06 ns
CP Capture Type -> output pin
switching power share of the total -> 20.27%
setup_tns -> 0 ns
[path summary, 6_finish.rpt]
kind	start	to	slack, ns	cells past startpoint
setup reg to reg	ready_out$_DFFE_PP1P_	data_out[3]$_DFFE_PP0P_	0.48	2
min in group clk0	data_out[8]$_DFFE_PP0P_	data_out[8]$_DFFE_PP0P_	0.51	1
setup / recovery	ready_out$_DFFE_PP1P_	ready_out	0.08	1
hold / removal	rst	data_out[3]$_DFFE_PP0P_	0.40	3
hold reg to reg	data_out[8]$_DFFE_PP0P_	data_out[8]$_DFFE_PP0P_	0.51	1
max in group asynchronous	rst	ready_out$_DFFE_PP1P_	1.04	3
[cells by family after synthesis]
group           count (synthesis)  share of synthesized area [%]
compound gates                  1                         0.6999
buf+inv                         3                          2.627
flops                          18                          63.22
mux                            17                          31.35
simple gates                    2                          2.101
[area by class of cell]
class / count / area, um^2
clock buffer: 4 / 45.04
fill: 409 / 2927
inverter: 2 / 7.507
multi-input combinational: 20 / 244.0
sequential: 18 / 451.7
tap: 50 / 62.56
timing repair buffer: 38 / 377.9
[sequential cells by signal (all words and copies together) (netlist names)]
| name | count |
|---|---|
| data_out | 16 |
| full | 1 |
| ready_out | 1 |
[worst min-delay path, delay by kind of cell]
family / cells / cell delay, ns
buf+inv: 3 / 0.68
[stage by stage]
stage	cell area, um^2	total power [mW]
floorplan	714.4	0.9355
global placement	1144	1.422
detailed placement	1144	1.431
CTS	1189	1.752
global route	1189	1.837
finish	1189	1.700
[power by group through the flow]
stage | combinational [mW] | clock, mW | sequential (mW)
after CTS | 0.697 | 0.319 | 0.736
after global routing | 0.737 | 0.336 | 0.764
final | 0.673 | 0.294 | 0.734
[metal layers]
metal / track usage (%) / routed length (um) / up-vias
li1: - / - / 221
met1: 6.455 / 730 / 219
met2: 6.829 / 821 / 17
met3: 2.479 / 186 / 4
met4: 0.5988 / 14 / 0
met5: 0 / 0 / -
[Yosys cell counts (all sizes together)]
master / n / area [um^2]
dfrtp: 17 / 425.4
o21ai: 1 / 5.000
dfstp: 1 / 26.28
nand2: 2 / 15.01
mux2i: 1 / 10.01
inv: 2 / 7.510
mux2: 16 / 214.0
buf: 1 / 11.26
No activity file was given, so power comes from the tool's default toggle rates.
