$ cat run.sh
#!/bin/bash
# OpenROAD 26Q1-2900-gdf79404cd8, Yosys 0.63+post, stock flow scripts
make -C /OpenROAD-flow-scripts/flow DESIGN_CONFIG=/design/flow/config.mk WORK_HOME=/design/flow/orfs finish
$ cat config.mk
export PLATFORM = sky130hd
export DESIGN_NAME = enc_stage2
export DESIGN_NICKNAME = enc_stage2
export VERILOG_FILES = /design/flow/design.v
export SDC_FILE = /design/flow/constraint.sdc
export NUM_CORES = 4
export LEC_CHECK = 1
export CORE_AREA = 10 10 90 90
export DIE_AREA = 0 0 100 100
$ cat constraint.sdc
current_design enc_stage2

set clk_period 2.9
set clk_io_pct 0.2

create_clock -name clk0 -period $clk_period [get_ports {clk}]

set non_clock_inputs [all_inputs -no_clocks]
set_input_delay [expr $clk_period * $clk_io_pct] -clock clk0 $non_clock_inputs
set_output_delay [expr $clk_period * $clk_io_pct] -clock clk0 [all_outputs]
$ cat design.v
module enc_stage2 (
    input wire clk,
    input wire rst,
    input wire valid_in,
    input wire [15:0] in_data,
    input wire [1:0] key_bits,
    input wire ready_in,
    output reg [15:0] out_data,
    output reg valid_out,
    output reg ready_out
);
    reg [1:0] state, next_state;
    localparam S0 = 2'b00, S1 = 2'b01, S2 = 2'b10, S3 = 2'b11;
    always @(*) begin
        next_state = state ^ key_bits;
    end
    always @(posedge clk or posedge rst) begin
        if (rst)
            state <= S0;
        else if (valid_in && ready_in)
            state <= next_state;
    end
    always @(posedge clk or posedge rst) begin
        if (rst) begin
            out_data <= 0;
            valid_out <= 0;
            ready_out <= 0;
        end else if (valid_in && ready_in) begin
            case (state)
                S0: out_data <= {in_data[14:0], ^in_data};
                S1: out_data <= in_data & 16'h0F0F;
                S2: out_data <= in_data | 16'hF0F0;
                S3: out_data <= {in_data[15], in_data[15:1]};
                default: out_data <= in_data;
            endcase
            valid_out <= 1;
            ready_out <= 1;
        end else begin
            valid_out <= 0;
            ready_out <= 0;
        end
    end
endmodule
==> impl_metrics.py <==
# Flow results
metrics = {
    "die": {
        "die_width_um": 100,
        "die_h_um": 100,
        "initCoreUtil_pct": 17.5,
        "ios": 40,
        "chipArea_mm2": 0.0100,
        "core_area_mm2": 0.00628,
        "rows": 29,
    },
    "placement": {
        "place_hpwl_um": 2360,
        "numPortBuffers": 39,
        "post-place-ws_ps": 901,
        "dp.cells": 236,
        "place_congestion": 0.789,
    },
    "clock_tree": {
        "ctsResizeCount": 0,
        "clockBufferDepth": 2,
        "clk_pin_slew_ps": 70,
        "cts_tree": "yes",
        "post_cts_buffers": 0,
        "clock.latency.late_pin_ps": 250,
        "cts-buffers-inserted": 3,
        "root_buffer": "clkbuf_8",
        "hold_buffers": 0,
        "clock-sinks": 19,
        "ctsHtreeMaxLevel": 1,
    },
    "timing": {
        "rsz0062_at_grt": "no",
        "hold_viol_final": 0,
        "post-route-period-util_pct": 58.8,
        "fmax_ghz": 0.587,
        "min_period_ps": 1700,
        "setup_tns_ps": 0,
        "report.final.setup_viol": 0,
        "finalWorstSetupSlack_ps": 1200,
        "fin_skew_ps": 1.61,
        "tightestPinTransition_ps": 720,
        "slew_headroom_pct": 51.9,
        "report.final.slew_viol_count": 0,
    },
    "power": {
        "p_leak_nw": 0.653,
        "p_per_area_mw_per_mm2": 761,
        "total_power_mw": 1.22,
        "ir_worst_vdd_mv": 0.237,
    },
    "layout": {
        "syn_to_final_growth_pct": 46.1,
        "finalNonFillerCells": 240,
        "drive_gt1_share_pct": 6.13,
        "nFillCells": 664,
    },
    "worst_hold_path": {
        "min_path_type": "flop to flop",
    },
    "synthesis": {
        "ys_cells": 127,
        "ys.flops": 19,
        "yosysUniqueCellTypes": 18,
        "postSynthAreaPerCell_um2": 8.63,
        "netlist_area_mm2": 0.00110,
        "synth_seq_share_pct": 43.4,
        "yosys_area_mm2": 0.00110,
        "yosys_warnings": 1,
        "syn_inst": 127,
    },
    "worst_setup_path": {
        "critPathKind": "input pin to flop",
        "required_ps": 3080,
        "arrival_ps": 1890,
        "critPathCaptureType": "flop",
        "cp_max_fo": 19,
        "setup.worst_path.start_class": "input pin",
    },
    "job": {
        "maxCapViolations": 0,
        "openroad.warnings": 25,
    },
    "grt": {
        "use_met1_pct": 7.77,
        "grt_pass1_wl_um": 4760,
        "antenna_found_initial": 0,
        "grt_max_degree": 28,
        "gr-usage-met3_pct": 2.43,
        "met2_usage_pct": 8.96,
        "grt.overflow.total": 0,
        "grt_pass1_vias": 908,
        "grt.total_usage_pct": 5.85,
        "top_usage_layer": "met2",
    },
    "detailed_routing": {
        "routed_via_density": 3.90,
        "wl_per_cell_um": 12.2,
        "antenna_cells": 0,
        "vias": 935,
        "drtAntennaViolNets": 0,
        "drt_wl_total_um": 2940,
        "drc": 0,
        "drtIter0Drc": 73,
        "first_pass_iters": 4,
    },
    "run_status": {
        "outcome": "complete, no violations",
    },
}
## layout make-up
cell class                 instances  area (µm²)  share of cell area (%)
multi-input combinational         97         572                    35.7
sequential                        19         475                    29.7
timing repair buffer              41         405                    25.3
tap                               77        96.3                    6.02
clock buffer                       4        45.0                    2.81
inverter                           2        7.51                   0.469
## per-stage QoR
stage / hold WS [ps] / cell area (µm²) / utilization [%]
2_1_floorplan: 426 / 1100 / -
3_3_place_gp: 463 / 1560 / 24.8
3_5_place_dp: 473 / 1560 / 24.8
4_1_cts: 489 / 1600 / 25.5
5_1_grt: 513 / 1600 / 25.5
6_report: 486 / 1600 / 25.5
## kinds of logic (layout without fill, tap and decap cells)
| kind of cell | count (synthesis) | count (layout) | share of synthesized area [%] |
|---|---|---|---|
| AOI/OAI and AO/OA | 32 | 32 | 14.8 |
| xor gates and xnor gates | 17 | 17 | 13.6 |
| buffers and inverters | 11 | 47 | 4.45 |
| DFF | 19 | 19 | 43.4 |
| muxes | 11 | 11 | 10.6 |
| and+or+nand+nor | 37 | 37 | 13.1 |
## layer usage
layer / wire length [µm] / vias to the layer above
met5: 0 / -
met4: 16 / 0
met3: 259 / 2
met2: 1370 / 23
met1: 1290 / 418
li1: - / 492
## cells in the mapped netlist
master    instances  share of area (%)
a211oi_1          1               0.69
a21oi_1           5                2.3
buf_1             2               0.69
buf_2             3                1.4
buf_4             1               0.69
clkbuf_1          3                1.0
dfrtp_1          19                 43
inv_1             2               0.69
mux2_2            5                5.1
mux2i_1           6                5.5
nand2_1          34                 12
nand2b_1          1               0.57
nor2_1            1               0.34
o21ai_0          25                 11
o21ai_1           1               0.46
or3_1             1               0.57
xnor2_1          15                 12
xor2_1            2                1.6
## path summary, 6_finish.rpt
check,endpoint,startpoint,slack (ps),cells after the start
min,out_data[13],out_data[13],490,2
min in group asynchronous,out_data[2],rst,750,2
max in group asynchronous,out_data[14],rst,1700,2
max reg2reg,out_data[3],state[1],1560,4
min reg2reg,out_data[13],out_data[13],490,2
max,out_data[0],valid_in,1200,4
## flip-flops by register name (all words and copies together) (netlist names)
| name | flops |
|---|---|
| out_data | 16 |
| ready_out | 1 |
| state | 2 |
## cell usage in the layout (no fill, tap or decap), types with 2 or more instances in the layout
cell type / netlist / layout
a21oi_1: 5 / 5
buf_4: 1 / 2
clkbuf_8: 0 / 3
clkdlybuf4s50_1: 0 / 39
dfrtp_1: 19 / 19
inv_1: 2 / 2
mux2_2: 5 / 5
mux2i_1: 6 / 6
nand2_1: 34 / 34
o21ai_0: 25 / 25
xnor2_1: 15 / 15
xor2_1: 2 / 2
## where the power goes
part / switching, mW / internal [mW] / total, mW
clock: 0.0849 / 0.0975 / 0.182
combinational: 0.217 / 0.352 / 0.569
sequential: 0.0976 / 0.370 / 0.468
## critical path, cell delays in order
cell             delay, ps
clkdlybuf4s50_1        460
nand2_1                310
or3_1                  430
o21ai_1                110
Power figures rest on the tool's default switching activity, not on a simulated workload.
